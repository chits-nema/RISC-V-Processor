$ cat design/flow/design.v
module data_mem(
    input clk,
    input reset_n,
    input we,
    input [31:0] addr,
    input [31:0] wd,
    output [31:0] rd
    );
    reg [31:0] memory [0:31];  
    integer k;
    assign rd = memory[addr];  
    always @(posedge clk or negedge reset_n) begin
        if (~reset_n) begin
            for (k = 0; k < 32; k = k + 1) begin
                memory[k] <= 32'h00000000;
            end
        end else if (we) begin
            memory[addr] <= wd;
        end
    end
endmodule
$ cat design/flow/run.sh
#!/bin/bash
# OpenROAD 26Q1-2900-gdf79404cd8, Yosys 0.63+post, stock flow scripts
make -C /OpenROAD-flow-scripts/flow DESIGN_CONFIG=/design/flow/config.mk WORK_HOME=/design/flow/orfs finish
$ cat design/flow/config.mk
export PLATFORM = sky130hd
export DESIGN_NAME = data_mem
export DESIGN_NICKNAME = data_mem
export VERILOG_FILES = /design/flow/design.v
export SDC_FILE = /design/flow/constraint.sdc
export NUM_CORES = 4
export LEC_CHECK = 1
export CORE_UTILIZATION = 30
$ cat design/flow/constraint.sdc
current_design data_mem

set clk_period 15.5
set clk_io_pct 0.2

create_clock -name clk0 -period $clk_period [get_ports {clk}]

set non_clock_inputs [all_inputs -no_clocks]
set_input_delay [expr $clk_period * $clk_io_pct] -clock clk0 $non_clock_inputs
set_output_delay [expr $clk_period * $clk_io_pct] -clock clk0 [all_outputs]
==> impl_metrics.tcl <==
# place-and-route summary
set metrics [dict create \
    arrival_ns 7.81 \
    hp-class "flip-flop to flip-flop" \
    ys_async_sr_fraction 1.00 \
    vias_per_cell 5.56 \
    common_cells "dfrtp_1 (1024), mux2_2 (999), nand3_1 (592)" \
    fp-row-count 144 \
    hold_depth 1 \
    cts_root_buffer "clkbuf_16" \
    crit_required_ns 12.40 \
    cp-end-kind "output pin" \
    reg_top3 "memory x1024" \
    largest_register_ffs 1024 \
    syn_avg_cell_area_um2 12.3 \
    seq_area_um2 25600 \
    fin_crit_ns 10.91 \
    chip_area_um2 158000 \
    routedWlPerCell_um 25.0 \
    timing.fmax_ghz 0.0917 \
    grt_pass1_wl_um 220000 \
    cts_tree "done" \
    ys_cells 3815 \
    cts_resized 0 \
    leakage_nw 23.3 \
    finalWorstSetupSlack_ns 4.59 \
    reg2reg_depth 1 \
    cts_buffers 106 \
    top_register "memory" \
    layout-drive-gt1-share 0.370 \
    clock_sinks 1024 \
    hp-start "memory[17][1]$_DFFE_PN0P_" \
    worst_setup_path_start_kind "primary input" \
    yosysMostFrequentCell "dfrtp_1" \
    r2r_setup_slack_ns 14.72 \
    grt_pass1_vias 32964 \
    synth_seq_share 0.546 \
    io-pin-count 99 \
    place_congestion 0.857 \
    cts_buffer_depth 3 \
    powerDensity_nw_per_um2 130 \
    synth.distinct_cells 46 \
    postRouteAntennaNets 0 \
    ff_type "dfrtp_1" \
    area_leaders "dfrtp_1 (55%), mux2_2 (24%), nand3_1 (6.3%)" \
    status "completed" \
    area_growth_pct 13.8 \
    largest_area_cell "dfrtp_1" \
    criticalPathCategory "primary input to output pin" \
    core-area_um2 155000 \
    period_used_share 0.704 \
    die_w_um 398 \
    pre_cts_ws_ns 4.70 \
    numSynthFlops 1024 \
    worstReg2RegStart "memory[26][9]$_DFFE_PN0P_" \
    vias 32596 \
    overflow 0 \
    insertion_delay_ns 0.72 \
    synth-warning-count 2 \
    postCtsHoldBufs 0 \
    synth_cells 3815 \
    grt_usage 0.193 \
    edf_count 0 \
    grt_max_degree 132 \
    die_h_um 398 \
    setup_viol 0 \
    io_buffers 71 \
    drt-total-wl_um 147000 \
    tightest_slew_ns 0.984 \
    antenna_found_initial 1 \
    ir_worst_vdd_v 0.0000907 \
    firstDrtPassIters 5 \
    first_iter_violations 2205 \
    drc 0 \
    fp_util 0.303 \
    power.total_mw 6.93 \
    num_antenna_cells 0 \
    dpl.hpwl_um 82600 \
    top_cell_area_share 0.546 \
    fin_util 0.345 \
    worst_hold_path.endpoint "memory[17][1]$_DFFE_PN0P_" \
    rsz0062_at_grt "false" \
    cts.clk_slew.worst_paths_ns 0.06 \
    skew_ns 0 \
    fin_tns_setup_ns 0 \
    maxSlewViolCount 0 \
    htree_num_levels 3 \
    post_cts_buffers 0 \
    cap_viol_max_count 0 \
    finalHoldViolations 0 \
    synthesis.area_um2 47000 \
    relSlewSlack 0.327 \
    warnings 57 \
    nFillCells 14843 \
    r2r-end "memory[26][9]$_DFFE_PN0P_" \
    path_max_fanout 46 \
    logic_area_um2 19800 \
    ys_chip_area_um2 47000 \
]
per-stage QoR:
step	hold WS [ns]	area [um^2]	cells
6_report	0.484	53500	5867
5_1_grt	0.496	53500	5867
4_1_cts	0.487	53500	5867
3_5_place_dp	0.473	49900	5675
3_3_place_gp	0.466	49900	5675
2_1_floorplan	0.456	47000	3815
where the power goes:
part           switching, mW  total [mW]  internal (mW)
registers              0.237        3.42           3.19
logic                  0.418       0.925          0.506
clock network           1.09        2.58           1.48
critical path, cell delays in order:
cell             delay, ns
buf_2                 0.57
buf_4                 0.68
and2_4                0.68
buf_4                 0.70
buf_4                 0.59
nand3_1               0.14
nand4_1               0.14
a2111oi_0             0.08
buf_4                 0.19
a21oi_1               0.25
clkdlybuf4s50_1       0.52
layout by cell type (no fill, tap or decap), drive strengths merged, types with 8 or more instances in the layout:
cell,instances
nand3,592
nand2,41
clkinv,20
inv,8
buf,160
and3,61
clkdlybuf4s50,66
a221o,56
dfrtp,1024
a22oi,32
o21ai,63
a22o,30
a21oi,89
nor4,35
clkbuf,163
and2,8
mux2,1030
nand4,132
nor2,44
nor3b,35
a2111oi,28
o211ai,33
or3b,29
kinds of logic (layout without fill, tap and decap cells):
| logic type | Yosys count | in the layout | share of synthesized area |
|---|---|---|---|
| multiplexers | 1030 | 1030 | 0.247 |
| flip-flops | 1024 | 1024 | 0.546 |
| AND/OR/NAND/NOR | 999 | 999 | 0.117 |
| buffers and inverters | 414 | 422 | 0.0381 |
| AND-OR/OR-AND | 348 | 348 | 0.0525 |
metal layers:
metal | vias up | track usage | share of wire
met3 | 282 | 0.0829 | 0.11
met2 | 1297 | 0.275 | 0.43
li1 | 13942 | - | -
met1 | 17071 | 0.271 | 0.42
met4 | 4 | 0.0534 | 0.033
met5 | - | 0.00817 | 0.0011
worst max path at each step:
| stage | slack [ns] | end | startpoint | cells after the start |
|---|---|---|---|---|
| after CTS | 4.66 | rd[23] | addr[4] | 10 |
| after global routing | 4.47 | rd[24] | addr[4] | 11 |
| final | 4.59 | rd[24] | addr[4] | 11 |
area by class of cell:
class | instances | area share
Multi-Input combinational cell | 2377 | 0.371
Tap cell | 2044 | 0.0478
Sequential cell | 1024 | 0.479
Clock inverter | 29 | 0.00623
Timing Repair Buffer | 226 | 0.0356
Clock buffer | 163 | 0.0596
Inverter | 4 | 0.000281
Power is estimated from default activity; no workload was simulated.
