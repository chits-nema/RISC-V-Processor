## ./config.mk

```make
export PLATFORM = sky130hd
export DESIGN_NAME = regfile
export DESIGN_NICKNAME = regfile
export VERILOG_FILES = /design/flow/design.v
export SDC_FILE = /design/flow/constraint.sdc
export NUM_CORES = 4
export LEC_CHECK = 1
export CORE_UTILIZATION = 40
```

## ./constraint.sdc

```tcl
current_design regfile

set clk_period 12.4
set clk_io_pct 0.2

create_clock -name clk0 -period $clk_period [get_ports {clk}]

set non_clock_inputs [all_inputs -no_clocks]
set_input_delay [expr $clk_period * $clk_io_pct] -clock clk0 $non_clock_inputs
set_output_delay [expr $clk_period * $clk_io_pct] -clock clk0 [all_outputs]
```

## ./design.v

```verilog
module regfile(
    input clk,
    input reset_n,
    input we,
    input [4:0] a1,
    input [4:0] a2,
    input [4:0] a3,
    input [31:0] wd,
    output [31:0] rd1,
    output [31:0] rd2
    );
    reg [31:0] registers [0:31];
    integer k;
    assign rd1 = registers[a1];
    assign rd2 = registers[a2];
    always @(posedge clk or negedge reset_n) begin
        if (~reset_n) begin
            for (k = 0; k < 32; k = k + 1) begin
                registers[k] <= 32'h00000000;
            end
        end else if (we) begin
            registers[a3] <= wd;
        end
    end
endmodule
```

## ./run.sh

```bash
#!/bin/bash
# OpenROAD 26Q1-2900-gdf79404cd8, Yosys 0.63+post, stock flow scripts
make -C /OpenROAD-flow-scripts/flow DESIGN_CONFIG=/design/flow/config.mk WORK_HOME=/design/flow/orfs finish
```

==> impl_metrics.py <==
# Flow results
metrics = {
    "detailed_routing": {
        "via_per_inst": 7.36,
        "drt-wirelength-per-cell_um": 44.0,
        "first_pass_iters": 10,
        "drcViolationCount": 0,
        "dr_total_vias": 46200,
        "ant_nets": 0,
        "drt_wl_total_um": 276000,
        "drt_iter0_markers": 6453,
    },
    "die": {
        "ioPinCount": 114,
        "core_um2": 128000,
        "fp.dieH_um": 362,
        "fp_util_pct": 40.5,
        "dieWidth_um": 362,
        "chipArea_um2": 131000,
        "num_rows": 131,
    },
    "final_timing": {
        "worst_pin_slew_ns": 1.29,
        "period_needed_ns": 9.63,
        "hold_ws_ns": 0.535,
        "hold_viol_final": 0,
        "slew_violations": 0,
        "slew_headroom_pct": 11.5,
        "fin_skew_ns": 0,
        "fin_crit_sh_pct": 77.7,
        "fmax_ghz": 0.104,
        "rsz0062_at_grt": "no",
        "setup_violations": 0,
        "tns_ns": 0,
    },
    "setup_path": {
        "crit_path_max_incr_delay_ns": 0.77,
        "arrival_ns": 7.15,
        "crit_chain": "buf_2, buf_4, or3b_1, nor2_4, buf_4, a22oi_1, nand2_1, a311oi_1, a21oi_1, clkdlybuf4s50_1",
        "cpMostUsedCell": "buf_4",
        "crit_cells": 10,
        "cp-endpoint": "rd2[12]",
        "timing.reg2reg.setup_slack_ns": 11.50,
        "worstReg2RegEnd": "registers[6][10]",
        "worstSetupStartpoint": "a2[0]",
        "cp.required_ns": 9.92,
        "reg2regPathDepth": 1,
        "cp_max_fo": 38,
        "cp-end-kind": "output pin",
        "path_delay_family": "buffers and inverters",
        "slowest_stage": "or3b_1",
        "startpoint_type": "primary input",
        "critical_path_class": "in2out",
        "r2r_start": "registers[6][10]",
        "cp_num_buf_inv": 4,
    },
    "placement": {
        "gpl.final_weighted_congestion": 1.09,
        "io_buffers": 113,
        "dpl.hpwl_um": 169000,
        "placed_area_um2": 55500,
    },
    "cells_and_area": {
        "design_area_um2": 59300,
        "combGateArea_um2": 24900,
        "regArea_um2": 25600,
        "lay_top_count": "mux2_2",
        "final_cell_mix": "mux2_2, dfrtp_1, a22oi_1, buf_4, nand2_1",
        "drive_above_1_share_pct": 35.1,
        "area_growth_pct": 14.1,
        "final_core_util_pct": 46.2,
        "fillers": 11700,
        "regMostFlops": "registers",
        "largest_reg_flops": 1024,
        "top_regs": "registers: 1024 flops",
    },
    "global_route": {
        "grt_usage_pct": 43.6,
        "grt_overflow": 0,
        "grt_pass1_vias": 44500,
        "antenna_found_initial": 22,
        "grt_pass1_wl_um": 375000,
        "grt_max_degree": 121,
    },
    "power_and_ir_drop": {
        "power.density_nw_per_um2": 161,
        "total_power_w": 0.00951,
        "peakVddDrop_mv": 0.112,
        "power_leakage_nw": 25.4,
    },
    "logic_synthesis": {
        "async_flop_share_pct": 100,
        "yosys-top-cells-area": "dfrtp_1, mux2_2, a22oi_1",
        "ys_seq_share_pct": 49.3,
        "synthCells": 4394,
        "ys_cells": 4394,
        "ys_ff": 1024,
        "top_cell_area_share_pct": 49.3,
        "yosys.area.top_type": "dfrtp_1",
        "synth_area_per_cell_um2": 11.8,
        "yosysChipArea_um2": 51900,
        "synth_cell_types": 70,
        "syn_area_um2": 51900,
        "ff_type": "dfrtp_1",
        "yosysWarnings": 2,
        "edf_count": 0,
    },
    "run": {
        "drv_cap": 0,
        "warning_count": 31,
    },
    "clock_network": {
        "clk_pin_slew_ns": 0.06,
        "cts_root_buf": "clkbuf_16",
        "cts_hold_buf": 0,
        "clockBufferDepth": 3,
        "clk_latency_ns": 0.74,
        "cts_buffers": 111,
        "cts_tree": "done",
        "ctsResizeCount": 0,
        "htreeDepth": 3,
        "post_cts_buffers": 0,
        "cts.sinks": 1024,
    },
    "min_path": {
        "hp-class": "reg2reg",
        "hold_path_depth": 1,
    },
    "outcome": {
        "status": "finished, final reports clean",
    },
}
## kinds of logic after synthesis
group / synth area share, %
mux: 24.2
simple gates: 7.19
flops: 49.3
compound gates: 15.5
buf+inv: 3.81
## per-layer routing
metal,vias to the layer above,share of wire [%],global-route usage [%]
met5,-,0.21,3.26
met4,29,9.5,28.1
met3,1626,18,29.3
met2,4591,39,56.1
met1,22900,34,52.8
li1,17000,-,-
## metrics by stage
step | cells | setup WS, ns
detailed placement | 6043 | 3.14
CTS | 6247 | 3.13
floorplan | 4394 | 5.91
global placement | 6043 | 3.15
global route | 6251 | 2.96
finish | 6277 | 2.77
## cell usage after synthesis (9+ instances only)
| library cell | instances |
|---|---|
| a2111oi_0 | 17 |
| a21oi_1 | 79 |
| a221oi_1 | 40 |
| a222oi_1 | 24 |
| a22o_1 | 54 |
| a22oi_1 | 692 |
| a31oi_1 | 27 |
| a32oi_1 | 23 |
| and3_1 | 11 |
| buf_1 | 47 |
| buf_2 | 173 |
| buf_4 | 32 |
| clkbuf_1 | 173 |
| dfrtp_1 | 1024 |
| mux2_2 | 1052 |
| mux2i_1 | 61 |
| nand2_1 | 211 |
| nand2b_1 | 17 |
| nand3_1 | 44 |
| nand4_1 | 93 |
| nor2_1 | 174 |
| nor2_2 | 17 |
| nor2b_1 | 19 |
| nor3_1 | 58 |
| nor4_1 | 27 |
| o211ai_1 | 9 |
| o21ai_0 | 30 |
| o22ai_1 | 11 |
| o32a_1 | 16 |
| or3_1 | 12 |
## final cells by class
type                            count  share of cell area (%)
Multi-Input combinational cell   2939                    42.0
Inverter                            3                  0.0190
Timing Repair Buffer              348                    4.84
Clock buffer                      161                    5.43
Clock inverter                     43                   0.733
Tap cell                         1729                    3.65
Sequential cell                  1024                    43.2
Antenna cell                       30                   0.127
## where the power goes
group,switching (W),total (W),internal (W)
registers,0.000695,0.00468,0.00399
logic,0.000705,0.00146,0.000751
clock network,0.00147,0.00337,0.00191
total,0.00287,0.00951,0.00665
## worst min-delay path by stage
stage	slack [ns]	startpoint	end
4_1_cts	0.53	registers[12][5]	registers[12][5]
5_1_grt	0.55	registers[12][5]	registers[12][5]
6_report	0.54	registers[22][26]	registers[22][26]
Power is estimated from default activity; no workload was simulated.
